--- ./design.v ---
  `timescale 1ns/1ns
 module fifo(
	  input winc,wclk,wrst,
	  input rinc,rclk,rrst,
	  input  [7:0] wdata,
	  output [7:0] rdata,
	  output full,empty );
  wire [3:0]waddr,raddr;
  wire [4:0]rptr,wptr;
  fifomem fmem(
               .wdata(wdata),
	       .waddr(waddr),.raddr(raddr),
	       .winc(winc),.wclk(wclk),.full(full),.empty(empty),.rclk(rclk),.rinc(rinc),
	       .rdata(rdata) );
   write wr(.winc(winc),
	    .rptr(rptr),
	    .wfull(full),
	    .wclk(wclk), .wrst_n(wrst),
	    .waddr(waddr),
	    .wptr(wptr) );
     read rd(
	      .rinc(rinc),
	      .wptr(wptr),
	      .empty(empty),
	      .rclk(rclk), .rrst_n(rrst),
	      .raddr(raddr),
	      .rptr(rptr)  );
   endmodule
 module fifomem(
             input [7:0]wdata,
	     input [3:0]waddr,raddr,
	     input winc,wclk,full,empty,rclk,rinc,
	     output reg [7:0] rdata );
   reg [7:0] mem [0:15] ;
   always @(posedge wclk) begin   
	   if(winc && !full) begin
                  mem[waddr] <= wdata;
                end  
      end
      always @(posedge rclk) begin  
	      if(rinc & !empty) begin
		   rdata <= mem[raddr] ;
	   end
      end
  endmodule
   module write(
	    input winc,
	    input [4:0]rptr,
	    output reg wfull,
	    input wclk,wrst_n,
	    output [3:0]waddr,
	    output reg [4:0]wptr );
    reg [4:0]wbin;
    wire [4:0] wgnext;
    wire [4:0] wbnext;
    reg [4:0] wq1_rptr,wq2_rptr; 
    wire full;
   assign waddr = wbin[3:0];
   assign wbnext = wbin + (winc && (!wfull));
   assign full = ((wgnext[4] != wq2_rptr[4] ) && (wgnext[3] != wq2_rptr[3]) && (wgnext[2:0] == wq2_rptr[2:0]));
    always @(posedge wclk, negedge wrst_n) begin
	    if(!wrst_n) begin
               wbin <= 4'd0;
	       wptr <= 4'd0; end
	    else begin
	       wbin <= wbnext;
               wptr <= wgnext; end
       end
    assign  wgnext = {wbnext[4],(wbnext[4]^wbnext[3]), (wbnext[3]^wbnext[2]), (wbnext[2]^wbnext[1]),(wbnext[1]^wbnext[0])};
    always @(posedge wclk, negedge wrst_n)
	  begin
	    if(!wrst_n) 
	         {wq2_rptr,wq1_rptr} <= 8'd0;
            else
		 {wq2_rptr,wq1_rptr} <= {wq1_rptr,rptr};
          end
	  always @(posedge wclk, negedge wrst_n)
          begin
	   if(!wrst_n) 
	      wfull <= 1'b0;
	   else
	      wfull <= full;
          end
    endmodule
   module read(
	    input rinc,
	    input [4:0]wptr,
	    output reg empty,
	    input rclk,rrst_n,
	    output [3:0]raddr,
	    output reg [4:0]rptr  );
    wire rempty;
    reg [4:0]rbin;
    wire [4:0] rgnext;
    reg [4:0]rq2_wptr,rq1_wptr;
    wire [4:0]rbnext;
    always @(posedge rclk, negedge rrst_n)
	  begin
	    if(!rrst_n) 
	         {rq2_wptr,rq1_wptr} <= 8'd0;
            else
		 {rq2_wptr,rq1_wptr} <= {rq1_wptr,wptr};
          end
     always @(posedge rclk, negedge rrst_n) begin
	    if(!rrst_n) begin
              rbin <= 4'd0;
	      rptr <= 4'd0; end
	    else begin
	      rbin <= rbnext;
              rptr <= rgnext; end
       end 
    assign raddr = rbin[3:0];
    assign rbnext = rbin + (rinc && (!empty));
    assign rgnext = {rbnext[4],(rbnext[4]^rbnext[3]), (rbnext[3]^rbnext[2]), (rbnext[2]^rbnext[1]),(rbnext[1]^rbnext[0])};
   assign  rempty = (rq2_wptr == rgnext);
   always @(posedge rclk, negedge rrst_n)
   begin
	   if(!rrst_n) 
	      empty <= 1'b1;
	   else
	      empty <= rempty;
    end
  endmodule
--- ./run.sh ---
#!/bin/bash
# OpenROAD 26Q1-2900-gdf79404cd8, Yosys 0.63+post, stock flow scripts
make -C /OpenROAD-flow-scripts/flow DESIGN_CONFIG=/design/flow/config.mk WORK_HOME=/design/flow/orfs finish
--- ./config.mk ---
export PLATFORM = sky130hd
export DESIGN_NAME = fifo
export DESIGN_NICKNAME = fifo
export VERILOG_FILES = /design/flow/design.v
export SDC_FILE = /design/flow/constraint.sdc
export NUM_CORES = 4
export LEC_CHECK = 1
export CORE_UTILIZATION = 50
--- ./constraint.sdc ---
current_design fifo

set clk_period 4.3
set clk_io_pct 0.2

create_clock -name clk0 -period $clk_period [get_ports {rclk}]
create_clock -name clk1 -period $clk_period [get_ports {wclk}]

set non_clock_inputs [all_inputs -no_clocks]
set_input_delay [expr $clk_period * $clk_io_pct] -clock clk0 $non_clock_inputs
set_output_delay [expr $clk_period * $clk_io_pct] -clock clk0 [all_outputs]
==> summary.rpt <==
RUN STATUS
--------------------------------------------------------------------------------------
Status .................................................................. finished, final reports clean

TIMING
--------------------------------------------------------------------------------------
Final hold vios .........................................................            0
RSZ-0062 raised after global routing ....................................           no
Setup tns final .........................................................         0 ns
Worst Tran Pin Value ....................................................     0.844 ns
Headroom to the max-slew limit ..........................................        43.5%
Final Max-Slew Violation Tally ..........................................            0
Number of endpoints failing setup at the final stage ....................            0
Final worst clock skew ..................................................   0.00542 ns

GLOBAL ROUTE
--------------------------------------------------------------------------------------
Initial antenna violation count .........................................            0
Global-route wire length before repair ..................................     18100 um
Largest net degree at the start of global routing .......................           26
Overall track demand over capacity in global routing ....................        20.4%
Vias in the first global route ..........................................         3309
Total congestion overflow after global routing ..........................            0

FINAL LAYOUT
--------------------------------------------------------------------------------------
MI comb area ............................................................  0.00141 mm2
Area overhead of the layout relative to synthesis .......................        16.7%
Filler instances ........................................................          937
Layout cell share with drive strength beyond 1 ..........................        20.8%
FF+latch area ...........................................................  0.00509 mm2
Core utilization of the finished layout .................................        60.4%
Summed area of non-filler cells in the final layout .....................  0.00768 mm2

POWER
--------------------------------------------------------------------------------------
Final total power .......................................................      5470 uW
Pwr per Cell Area .......................................................   712 mW/mm2
Leak Pwr ................................................................   0.00266 uW
VDD IR max ..............................................................       406 uV

ROUTING
--------------------------------------------------------------------------------------
Remaining antenna violation count after routing .........................            0
Count of unresolved DRC violations after routing ........................            0
WL/cell .................................................................      20.1 um
Vias ....................................................................         3041
Avg Vias per Cell .......................................................         5.51
Pre-Repair DR Iteration Count ...........................................            4
Antenna cell count ......................................................            0
DRC violation total after the first TritonRoute iteration ...............          209
Routed wire length ......................................................     11100 um

FLOW RUN
--------------------------------------------------------------------------------------
Tool Warnings ...........................................................           26
Tally of max-capacitance violations .....................................            0

FLOORPLAN
--------------------------------------------------------------------------------------
Overall die height ......................................................       117 um
Placeable Area ..........................................................   0.0127 mm2
Number of placement rows ................................................           41
Horizontal die dimension ................................................       117 um
Starting density of the core ............................................        51.8%
Area of the die .........................................................   0.0136 mm2
I/O pin count ...........................................................           24

SYNTH
--------------------------------------------------------------------------------------
Share of synthesized area occupied by flip-flops and latches ............        77.3%
Yosys warning tally .....................................................            3
Count of cell types in the netlist ......................................           26
Cell Area, Synth ........................................................  0.00658 mm2
Chip area from the yosys synthesis statistics ...........................  0.00658 mm2
Ys cells ................................................................          326
Number of synthesized register bits .....................................          176
Syn Area/Cell ...........................................................     20.2 um2
Gate count after technology mapping .....................................          326

SETUP PATH
--------------------------------------------------------------------------------------
WS Path Type ............................................................ primary input to flop
Worst-path fanout max ...................................................            9
Crit path launch type ................................................... primary input
Endpoint arrival time on the critical path ..............................      3.11 ns
Endpoint required time on the critical path .............................      4.48 ns
Source of the worst register-to-register timing path ....................     rd.empty
Worst setup EP type .....................................................         flop
Critical Path Source ....................................................         rinc

CTS
--------------------------------------------------------------------------------------
Total number of clock tree sinks ........................................          176
TritonCTS clock tree ....................................................          yes
Clock slew at the register clock pins of the worst setup and hold paths .      0.07 ns
Post-cts repair resize count ............................................            0
Number of setup buffers added after CTS .................................            0
Post-CTS Hold Buffers ...................................................            0

MIN PATH
--------------------------------------------------------------------------------------
Type of the most critical hold path ..................................... flop to flop
Hold Startpoint .........................................................   rd.rptr[1]

PLACED DESIGN
--------------------------------------------------------------------------------------
Dpl cell area ...........................................................  0.00704 mm2
Gpl congestion ..........................................................        0.795
DP Wirelength ...........................................................      7290 um
IO Port Bufs ............................................................           22

## routing by layer
layer  vias up  share of wire, %  GRT usage, %
met5         -                 0             0
met4         0               1.5          2.87
met3        15               9.4          9.94
met2       136                45          27.7
met1      1528                44          35.9
li1       1362                 -             -
## where the power goes
| group | switching (uW) | leakage, uW | internal, uW | total (uW) |
|---|---|---|---|---|
| combinational | 732 | 0.000656 | 700 | 1430 |
| clock | 627 | 0.000301 | 953 | 1580 |
| sequential | 221 | 0.00171 | 2240 | 2460 |
## critical path, stage by stage
cell and delay (ns):
sky130_fd_sc_hd__clkdlybuf4s50_1 0.44, sky130_fd_sc_hd__nor2b_1 0.12, sky130_fd_sc_hd__buf_4 0.18, sky130_fd_sc_hd__ha_1 0.22
sky130_fd_sc_hd__ha_1 0.25, sky130_fd_sc_hd__xor2_1 0.30, sky130_fd_sc_hd__xor2_1 0.13, sky130_fd_sc_hd__or3_1 0.37
sky130_fd_sc_hd__a221oi_2 0.23
## Yosys cell counts
cell type                    n  area (um2)
sky130_fd_sc_hd__inv_1       4        15.0
sky130_fd_sc_hd__nand2b_1    3        18.8
sky130_fd_sc_hd__mux4_2     32         721
sky130_fd_sc_hd__nand3_1     8        40.0
sky130_fd_sc_hd__a221oi_2    2        30.0
sky130_fd_sc_hd__buf_1       2        7.51
sky130_fd_sc_hd__nor3_1      4        20.0
sky130_fd_sc_hd__dfrtp_1    39         976
sky130_fd_sc_hd__or3_1       5        31.3
sky130_fd_sc_hd__and3_1      1        6.26
sky130_fd_sc_hd__a21boi_0    2        15.0
sky130_fd_sc_hd__nor2_1     15        56.3
sky130_fd_sc_hd__clkbuf_1    5        18.8
sky130_fd_sc_hd__buf_4       1        7.51
sky130_fd_sc_hd__nand2_1    11        41.3
sky130_fd_sc_hd__and2b_1     1        7.51
sky130_fd_sc_hd__buf_2       7        35.0
sky130_fd_sc_hd__ha_1        4        50.1
sky130_fd_sc_hd__nor2b_1     2        12.5
sky130_fd_sc_hd__a22oi_1    16         120
sky130_fd_sc_hd__dfstp_2     1        26.3
sky130_fd_sc_hd__and2_1      1        6.26
sky130_fd_sc_hd__edfxtp_1  136        4080
sky130_fd_sc_hd__xnor3_1     2        45.0
sky130_fd_sc_hd__xor2_1     15         131
sky130_fd_sc_hd__xnor2_1     7        61.3
## state kept, by name, indices dropped and copies added (netlist names)
name and count:
rd.empty 1, wr.wfull 1, rd.rbin 4, rd.rptr 5
rd.rq1_wptr 5, wr.wq1_rptr 5, wr.wq2_rptr 5, wr.wptr 5
rd.rq2_wptr 5, wr.wbin 4, fmem.mem 128, fmem.rdata 8
## per-stage QoR
| stage | worst slack [ns] | hold WS [ns] | instances |
|---|---|---|---|
| after floorplan | 1.44 | 0.331 | 326 |
| after global placement | 1.16 | 0.336 | 517 |
| after detailed placement | 1.11 | 0.335 | 517 |
| after CTS | 1.36 | 0.228 | 552 |
| after global routing | 1.25 | 0.255 | 552 |
| final | 1.37 | 0.233 | 552 |
## worst paths after layout
path                                        to  cells after the start  slack [ns]
min in group clk0               rd.rq2_wptr[0]                      0        0.35
max in group clk1                     wr.wfull                      9        1.64
worst max-delay path                  rd.empty                      9        1.37
worst max register to register        rd.empty                      8        1.96
worst min-delay path            wr.wq1_rptr[1]                      0        0.23
max in group asynchronous             rd.empty                      2        3.11
worst min register to register  wr.wq1_rptr[1]                      0        0.23
min in group asynchronous       wr.wq1_rptr[3]                      2        0.78
## layout by cell type (no fill, tap or decap), types with 3 or more instances in the layout
master and count:
sky130_fd_sc_hd__inv_6 3, sky130_fd_sc_hd__mux4_2 32, sky130_fd_sc_hd__nand2b_1 3, sky130_fd_sc_hd__ha_1 4, sky130_fd_sc_hd__dfrtp_1 38, sky130_fd_sc_hd__a22oi_1 16, sky130_fd_sc_hd__buf_4 12, sky130_fd_sc_hd__inv_1 4
sky130_fd_sc_hd__edfxtp_1 136, sky130_fd_sc_hd__nor2_1 15, sky130_fd_sc_hd__clkinvlp_4 4, sky130_fd_sc_hd__xor2_1 15, sky130_fd_sc_hd__xnor2_1 7, sky130_fd_sc_hd__nand2_1 11, sky130_fd_sc_hd__nand3_1 8, sky130_fd_sc_hd__clkdlybuf4s50_1 22
sky130_fd_sc_hd__clkbuf_16 21, sky130_fd_sc_hd__or3_1 5, sky130_fd_sc_hd__nor3_1 4
## final cells by class
class	instances	share of cell area, %
clock inverters	12	1.40
inverters	4	0.195
flip-flops and latches	176	66.2
repair buffers	34	4.04
well taps	172	2.80
multi-input cells	131	18.4
clock buffers	23	6.94
## logic make-up after synthesis
group / after synthesis / synth area share (%)
compound gates: 20 / 2.51
xor+xnor: 24 / 3.61
fa+ha+maj: 4 / 0.760
buf+inv: 19 / 1.27
flops: 176 / 77.3
mux: 32 / 10.9
simple gates: 51 / 3.65
Power figures rest on the tool's default switching activity, not on a simulated workload.
